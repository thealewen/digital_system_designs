$ cat ./run.sh
#!/bin/bash
# OpenROAD 26Q1-2900-gdf79404cd8, Yosys 0.63+post, stock flow scripts
make -C /OpenROAD-flow-scripts/flow DESIGN_CONFIG=/design/flow/config.mk WORK_HOME=/design/flow/orfs finish
$ cat ./config.mk
export PLATFORM = sky130hd
export DESIGN_NAME = select_adder
export DESIGN_NICKNAME = select_adder
export VERILOG_FILES = /design/flow/design.v
export SDC_FILE = /design/flow/constraint.sdc
export NUM_CORES = 4
export LEC_CHECK = 1
export CORE_AREA = 10 10 76 76
export DIE_AREA = 0 0 86 86
$ cat ./constraint.sdc
current_design select_adder

set clk_period 6.0
set clk_io_pct 0.2

create_clock -name clk0 -period $clk_period

set non_clock_inputs [all_inputs -no_clocks]
set_input_delay [expr $clk_period * $clk_io_pct] -clock clk0 $non_clock_inputs
set_output_delay [expr $clk_period * $clk_io_pct] -clock clk0 [all_outputs]
$ cat ./design.v
module select_adder
(
    input   logic[15:0]     A,
    input   logic[15:0]     B,
    output  logic[15:0]     S,
    output  logic           CO
);
         logic C1, C2, C3, Cout;
      fourbitsa FRA0(.x(A[3:0]), .y(B[3:0]), .cin(0), .s(S[3:0]), .cout(c1));
      fourbitsa FRA1(.x(A[7:4]), .y(B[7:4]), .cin(c1), .s(S[7:4]), .cout(c2));
      fourbitsa FRA2(.x(A[11:8]), .y(B[11:8]), .cin(c2), .s(S[11:8]), .cout(c3));
      fourbitsa FRA3(.x(A[15:12]), .y(B[15:12]), .cin(c3), .s(S[15:12]), .cout(Cout));
            assign CO = Cout;
endmodule
module fourbitsa(
input [3:0] x,
input [3:0] y,
input cin,
output logic [3:0] s,
output logic cout
);
  logic c00, c01, c10, c11, c20, c21, cout0, cout1;
    logic [3:0] s0, s1;
         fadder fa0(.x(x[0]), .y(y[0]), .cin(1'b0), . s(s0[0]), .cout(c00));
         fadder fa1(.x(x[1]), .y(y[1]), .cin(c00), .s(s0[1]), .cout(c10));
         fadder fa2(.x(x[2]), .y(y[2]), .cin(c10), .s(s0[2]), .cout(c20));
         fadder fa3(.x(x[3]), .y(y[3]), .cin(c20), .s(s0[3]), .cout(cout0));
			fadder fa01(.x(x[0]), .y(y[0]), .cin(1'b1), . s(s1[0]), .cout(c01));
			fadder fa11(.x(x[1]), .y(y[1]), .cin(c01), .s(s1[1]), .cout(c11));
			fadder fa21(.x(x[2]), .y(y[2]), .cin(c11), .s(s1[2]), .cout(c21));
			fadder fa31(.x(x[3]), .y(y[3]), .cin(c21), .s(s1[3]), .cout(cout1));
      always_comb
			begin
			  if (cin == 1'b0)
				begin
						s = s0;
						cout = cout0;
				end
			  else
				begin
						s = s1;
						cout = cout1;
				end
			end
    endmodule
 module fadder (input x, y, cin,
	output s, cout);
		assign s = x^y^cin;
		assign cout = (x&y)|(y&cin)|(x&cin);
		endmodule
==> results_slide.txt <==
Flow Results at a Glance

Cells and area
  – Post-Route Utilization: 32.3%
  – Layout area overhead: 83.3%
  – CLK BUF: 0
  – Flops: 0
  – Register area: 0 um^2
  – Post-route insts no fill: 186
  – Comb gate area: 687 um^2
  – Design Area, Final: 1330 um^2
  – Layout fillers: 415
  – Layout cells sized above 1: 16.2%

Final timing
  – Period utilization: 97.8%
  – Min Tclk post-route: 5.87 ns
  – Unrepaired setup endpoints after global routing: no
  – Max frequency: 170 MHz
  – Hold slack: 3.11 ns
  – Slew @ Worst Pin: 0.262 ns
  – Final tally of setup violations: 0
  – Final slew viol count: 0
  – Slew headroom: 82.5%
  – Final Hold Vio Count: 0

Global routing
  – Initial antenna violation count: 0
  – GRT Residual Overflow: 0
  – Largest net degree at the start of global routing: 4
  – Met2 usage: 10.5%
  – Met3 GRT Util: 0.572%
  – First-pass GRT wire length: 3210 um
  – GRT Total Usage: 5.18%
  – Vias in the first global route: 692
  – Met1 usage: 5.86%
  – Global-route layer with the greatest usage: met2

Critical path
  – Critical Path End Type: primary output
  – Worst EP required: 4.80 ns
  – Crit path kind: primary input to primary output
  – Critical Path AT: 4.67 ns
  – Crit path max fanout: 3
  – Critical path launch point type: primary input

Floorplanning
  – Die X: 86 um
  – FP Util: 17.6%
  – Row cnt: 23
  – Core area: 4120 um^2
  – Chip area: 7400 um^2
  – I/O pins: 49
  – Die Ht: 86 um

Flow run
  – Max-cap violations: 0
  – Log Warnings: 35

Synthesis
  – Post-synth top cells: ha_1 (16), nor2_1 (10), xnor2_1 (9), inv_1 (8), buf_4 (4)
  – Syn Area/Cell: 8.64 um^2
  – Post-Synthesis Cells: 84
  – Post-synth seq share: 0%
  – Yosys top cell by area: ha_1
  – Yosys cell count: 84
  – Area share, top type: 27.6%
  – Synthesis area per yosys: 726 um^2
  – Post-Syn Area: 726 um^2
  – Synth cell types: 27
  – Synth top cell by count: ha_1
  – Top cells by area: ha_1 (28%), xnor2_1 (11%), fa_1 (8.3%)
  – Ys Warns: 5

Placed design
  – Placer Congestion: 0.752
  – DPL Wire Length: 2000 um
  – Post-Place Cell Area: 1290 um^2
  – Placed cell count: 184
  – Input/output buffers: 49

Routing
  – Avg WL per Cell: 11.5 um
  – Post-DRT Antenna Nets: 0
  – Post-Route WL: 2140 um
  – Vias per Instance: 3.81
  – Drt pass-1 iters: 4
  – Residual DRC count: 0
  – Antenna diodes: 0
  – Detailed-route via count: 708
  – Initial drt markers: 5

Clock tree
  – Hold Buf Count CTS: 0

Hold path
  – WHS Endpoint: S[0]
  – Hold Path Stages: 3
  – Worst Hold Class: primary input to primary output
  – Hold_sp: A[0]

Outcome
  – Outcome: completed

Pwr
  – Total power density per cell area: 107 nW/um^2
  – Maximum vdd ir drop: 0.0000276 V
  – Total power: 0.142 mW
  – LEAKAGE: 0.588 nW
-- worst max-delay path: stages --
cell	delay, ns
clkdlybuf4s50_1	0.41
ha_2	0.18
fa_2	0.34
fa_2	0.37
fa_2	0.40
nand2b_4	0.17
a21oi_4	0.15
o21ai_4	0.08
mux2_4	0.32
a21oi_4	0.19
mux2i_2	0.24
a21o_1	0.14
clkdlybuf4s50_1	0.47
-- what timing repair did --
| action | in CTS | in global routing |
|---|---|---|
| setup endpoints to repair | 2 | 4 |
| pin swaps | 0 | 7 |
| buffers inserted | 0 | 2 |
| gates cloned | 0 | 0 |
| gates resized | 2 | 7 |
-- per-stage QoR --
stage	setup slack, ns	setup TNS (ns)
detailed placement	-0.0720	-0.117
finish	0.133	0
CTS	0.00394	0
global placement	-0.0198	-0.0198
floorplan	0.946	0
global route	0.0187	0
-- placed cells by master, fill, tap and decap left out, types with 3 or more instances in the layout --
cell	Yosys	layout
a21oi_1	3	3
buf_4	4	7
clkdlybuf4s50_1	0	46
dlymetal6s2s_1	0	3
fa_2	0	3
ha_1	16	15
inv_1	8	8
nor2_1	10	10
xnor2_1	9	9
xor2_1	3	3
-- report_power, final --
group / switching [mW] / internal (mW)
sequential: 0 / 0
combinational: 0.0439 / 0.0985
clock: 0 / 0
total: 0.0439 / 0.0985
-- area by class of cell --
type                       count  area share (%)
timing repair buffer          56            41.4
tap                           50            4.70
multi-input combinational     72            51.6
inverter                       8            2.26
-- per-layer routing --
metal  routed length (um)  vias to the layer above
li1                     -                      385
met1                  879                      312
met2                 1190                       11
met3                   73                        0
met4                    0                        0
met5                    0                        -
-- logic make-up (layout without fill, tap and decap cells) --
group           count (synthesis)  count (layout)  share of synthesized area, %
compound gates                 15              15                          18.6
xor+xnor                       12              12                          14.5
fa+ha+maj                      19              19                          35.9
buf+inv                        12              64                          8.28
mux                             4               4                          6.21
simple gates                   22              22                          16.6
-- how the worst max path moves through the flow --
stage	start	to	slack (ns)
after CTS	A[0]	S[15]	0.004
after global routing	B[0]	CO	0.02
final	B[0]	CO	0.13
Power figures rest on the tool's default switching activity, not on a simulated workload.
