==> flow/design.v <==
module AddRoundKey(
	input logic [127:0] State,
	input logic [1407:0] KeyExp,
	input logic [3:0] Round,
	output logic [127:0] data_out
);
always_comb
begin
	case(Round)
		4'b0000: data_out = State ^ KeyExp[127:0];
		4'b0001: data_out = State ^ KeyExp[255:128];
		4'b0010: data_out = State ^ KeyExp[383:256];
		4'b0011: data_out = State ^ KeyExp[511:384];
		4'b0100: data_out = State ^ KeyExp[639:512];
		4'b0101: data_out = State ^ KeyExp[767:640];
		4'b0110: data_out = State ^ KeyExp[895:768];
		4'b0111: data_out = State ^ KeyExp[1023:896];
		4'b1000: data_out = State ^ KeyExp[1151:1024];
		4'b1001: data_out = State ^ KeyExp[1279:1152];
		4'b1010: data_out = State ^ KeyExp[1407:1280];
		default: data_out = State;
	endcase
end
endmodule
==> flow/run.sh <==
#!/bin/bash
# OpenROAD 26Q1-2900-gdf79404cd8, Yosys 0.63+post, stock flow scripts
make -C /OpenROAD-flow-scripts/flow DESIGN_CONFIG=/design/flow/config.mk WORK_HOME=/design/flow/orfs finish
==> flow/config.mk <==
export PLATFORM = sky130hd
export DESIGN_NAME = AddRoundKey
export DESIGN_NICKNAME = AddRoundKey
export VERILOG_FILES = /design/flow/design.v
export SDC_FILE = /design/flow/constraint.sdc
export NUM_CORES = 4
export LEC_CHECK = 1
export CORE_AREA = 10 10 636 636
export DIE_AREA = 0 0 646 646
==> flow/constraint.sdc <==
current_design AddRoundKey

set clk_period 24.0
set clk_io_pct 0.2

create_clock -name clk0 -period $clk_period

set non_clock_inputs [all_inputs -no_clocks]
set_input_delay [expr $clk_period * $clk_io_pct] -clock clk0 $non_clock_inputs
set_output_delay [expr $clk_period * $clk_io_pct] -clock clk0 [all_outputs]
==> flow_summary.yaml <==
# synthesis and place-and-route metrics
die:
  ios: 1668
  die_width_um: 646
  fp-utilization_pct: 3.41
  fp.dieH_um: 646
  rows: 229
  die_area_um2: 417000
  coreArea_um2: 390000
layout:
  drive_above_1_share_pct: 7.19
  n_clock_buffer: 0
  postLayoutCoreUtil_pct: 9.44
  syn_to_final_growth_pct: 177
  final-seq-area_um2: 0
  flop-count: 0
  final_layout_top_logic_cells: "1664 x clkdlybuf4s50_1, 235 x a22oi_1, 179 x mux2i_1"
  fill_cells: 45300
  lay_top_count: "clkdlybuf4s50_1"
grt:
  overflow: 0
  grt_usage_pct: 20.1
  grt_max_degree: 72
  grt_pass1_wl_um: 486000
  antenna_found_initial: 608
  grt_pass1_vias: 24700
placed_design:
  io_buffers: 1668
  place_ws_ns: 9.02
  hpwl_um: 398000
  gp_congestion: 0.918
worst_setup_path:
  critPathMostFrequentCell: "buf_4"
  max_stage_delay_ns: 1.27
  worstPathRequired_ns: 19.20
  crit_path_end_kind: "primary output"
  crit_path_start_kind: "primary input"
  cp_max_fo: 40
  worst_path_max_delay_cell: "o221ai_1"
  cp.arrival_ns: 10.26
  critPathKind: "in2out"
  crit_chain: "clkbuf_8 > buf_4 > buf_4 > buf_4 > buf_4 > mux2i_1 > o221ai_1 > o221ai_1 > xnor2_1 > clkdlybuf4s50_1"
  crit_path_start: "Round[0]"
synth:
  yosys_cells: 1840
  netlist_area_um2: 13300
  synth_cell_types: 60
  synth.avg_cell_area_um2: 7.22
  ys_chip_area_um2: 13300
  ys_seq_share_pct: 0
  yosysWarnings: 1
  syn_inst: 1840
clocking:
  cts_setup_buffers: 0
  ctsHoldBuffers: 0
  post_cts_resized: 0
sta:
  slew_headroom_pct: -4.78
  drv_slew: 6
  min_period_over_period_pct: 62.7
  finalHoldViolations: 0
  fin_ws_ns: 8.94
  rsz0062_at_grt: "false"
  worst_pin_slew_ns: 1.57
  tns_ns: 0
  finalSetupViolations: 0
  max_freq_ghz: 0.0664
  period_minus_slack_ns: 15.06
run_status:
  violations: "max-capacitance violations, max-slew violations"
  status: "complete, but fails checks"
min_path:
  hold_class: "in2out"
  hp-start: "State[100]"
pwr:
  vdd_ir_drop_max_mv: 0.0125
  p_per_area_nw_per_um2: 20.2
  p_leak_nw: 11.1
routing:
  wl_per_cell_um: 49.4
  dr_wl_met2_um: 211000
  first_pass_iters: 6
  wl_um: 432000
  routed.top_layer: "met5"
  met3_length_um: 50500
  first_iter_violations: 2861
  routed-via-count: 27100
  vias_per_cell: 3.10
  drc: 0
  met1_length_um: 155000
  drtAntennaViolNets: 0
job:
  cap_violations: 3
  openroad.warnings: 32
==> synthesized netlist by cell type (29+ instances only) <==
cell type	n	share of area, %
a21oi_1	74	2.8
a221oi_1	30	2.0
a22o_1	50	3.3
a22oi_1	235	13
a31oi_1	36	1.7
a31oi_2	30	2.8
buf_2	100	3.8
clkbuf_1	99	2.8
mux2_2	29	2.5
mux2i_1	179	13
nand2_1	80	2.3
nand2b_1	31	1.5
nor2_1	82	2.3
nor2b_1	90	4.2
o21a_1	30	1.7
o21ai_0	75	2.8
o221ai_1	36	2.4
o22a_1	49	3.2
o22ai_1	96	4.5
o41ai_2	30	3.7
xnor2_1	48	3.2
xor2_1	80	5.3
==> metal layers <==
| metal | vias to the layer above | GRT usage (%) |
|---|---|---|
| met3 | 1062 | 9.53 |
| met1 | 12600 | 22.3 |
| met4 | 342 | 3.56 |
| li1 | 10600 | - |
| met2 | 2536 | 35.1 |
| met5 | - | 0 |
==> worst paths after layout <==
check / to / slack (ns) / cells past startpoint
max: data_out[91] / 8.94 / 10
min: data_out[100] / 10.53 / 3
==> layout make-up <==
cell class	instances	area [um2]	share of cell area [%]
inverter	18	67.6	0.184
tap	5197	6500	17.7
multi-input combinational	1589	12300	33.4
antenna	174	435	1.18
timing repair buffer	1758	17500	47.6
==> report_power, final <==
group,internal (W),switching [W]
combinational,0.000381,0.000362
clock,0.000000000655,0
sequential,0,0
==> logic make-up after synthesis <==
| family | after synthesis | synth area share [%] |
|---|---|---|
| AND-OR/OR-AND | 867 | 50.3 |
| XOR/XNOR | 128 | 8.44 |
| buffers and inverters | 251 | 9.13 |
| multiplexers | 208 | 16.0 |
| AND/OR/NAND/NOR | 386 | 16.2 |
==> worst max-delay path: cells and delay by family <==
| kind | cells | cell delay (ns) |
|---|---|---|
| AND-OR/OR-AND | 2 | 1.78 |
| XOR/XNOR | 1 | 0.21 |
| multiplexers | 1 | 0.47 |
| buffers and inverters | 6 | 2.79 |
==> metrics by stage <==
step	power (W)	cells	hold slack [ns]	area, um2
CTS	0.000763	8562	10.54	36300
global placement	0.000750	8544	10.54	36000
global route	0.000778	8657	10.55	36600
detailed placement	0.000759	8562	10.54	36300
floorplan	0.000182	1840	9.63	13300
finish	0.000743	8736	10.53	36800
Power figures rest on the tool's default switching activity, not on a simulated workload.
